$ cat flow/design.v
module SIPO (
    input wire clk,
    input wire rst,
    input wire in,
    input reg [7:0] count,
    input wire valid_data,
    output reg sipo_done,
    output reg [143:0] out
);
reg busy = 0;
always @(posedge clk or posedge rst) begin
    if (rst) begin
        out <= 144'b0;
        sipo_done <= 0;
        busy <= 0;
    end
    else begin
        if (!busy) begin
            out <= {in, out[143:1]};
            if(count == 143) begin
                sipo_done <= 1;
                busy <= 1;          
            end 
        end
        else begin
            sipo_done <= 0;
            if(valid_data) begin  
                busy <= 0;
            end
        end
    end
end
endmodule
$ cat flow/run.sh
#!/bin/bash
# OpenROAD 26Q1-2900-gdf79404cd8, Yosys 0.63+post, stock flow scripts
make -C /OpenROAD-flow-scripts/flow DESIGN_CONFIG=/design/flow/config.mk WORK_HOME=/design/flow/orfs finish
$ cat flow/config.mk
export PLATFORM = sky130hd
export DESIGN_NAME = SIPO
export DESIGN_NICKNAME = SIPO
export VERILOG_FILES = /design/flow/design.v
export SDC_FILE = /design/flow/constraint.sdc
export NUM_CORES = 4
export LEC_CHECK = 1
export CORE_UTILIZATION = 40
$ cat flow/constraint.sdc
current_design SIPO

set clk_period 7.9
set clk_io_pct 0.2

create_clock -name clk0 -period $clk_period [get_ports {clk}]

set non_clock_inputs [all_inputs -no_clocks]
set_input_delay [expr $clk_period * $clk_io_pct] -clock clk0 $non_clock_inputs
set_output_delay [expr $clk_period * $clk_io_pct] -clock clk0 [all_outputs]
==> summary.txt <==
yosys + openroad results -> status=complete, no violations, final period utilization=0.400, R2R Setup Slk=5.93 ns, WHS Endpoint=out[0]$_DFFE_PP0N_, total track usage=0.156, origin of the critical flop-to-flop path=busy$_DFF_PP0_, vias post-DR=3,117, Post-CTS Setup Bufs=0, port buffer count=156, DRC=0, number of enable flip-flop cells=0, Cell area leaders=dfrtp_1 68%, mux2_2 30%, buf_2 1.5%, htree depth=4, OpenROAD warning count=25, Worst path max stage delay=0.67 ns, Logic pwr share=0.074, Synth top area share=0.676, hold buffers post-CTS=0, cell count after synthesis=313, Syn Area/Cell=17.3 sq um, maximum VDD drop=148 uV, clock root cell=clkbuf_16, final hold violation count=0, Worst setup EP type=asynchronous set/reset pin, Final ANT Viol Nets=0, reg2reg path depth=2, worst skew pair latency=0.41 ns, share of power burned in the clock network=0.417, Cell Type Count=9, setup slack at placement=4.18 ns, Core ar.=13,200 sq um, CTS Buffer Depth=2, area figure in the yosys stat output=5410 sq um, chip area=14,000 sq um, DRT Pass-1 Iters=4, netlist area before placement=5410 sq um, Sw Ratio=0.200, unrepaired setup endpoints after global routing=no, endpoints failing setup=0, Post-synth ARST share=1.00, Fmax=0.316 GHz, Slew headroom=0.517, Final WS setup=4.74 ns, P_leak=3.42 nW, Psw=0.318 mW, layout cells sized above 1=0.353, n_diodes=0, Layout Utilization=0.578, number of vias per cell=4.72, Slew @ Worst Pin=0.724 ns, main flop type=dfrtp_1, filler cell count=1,073, setup tns final=0 ns, pin count of the biggest net entering global routing=60, fp util=0.410, Int Pwr=1.27 mW, initial antenna violation count=0, post-layout min period=3.16 ns, post-cts resize count=0, Data arrival, critical path=3.67 ns, area added between synthesis and finish=41.0%, post-synthesis sequential area ratio=0.676, global route total overflow=0, CP max stage cell=buf_4, HP Start=out[0]$_DFFE_PP0N_, hold path depth=1, MaxCap Viol Count=0, IO Pins=157, most frequent cell after synthesis=dfrtp_1, Row Count=42, DRC violation total after the first TritonRoute iteration=117, post-DP HPWL=6.56 mm, cell type with the largest total area=dfrtp_1, cts bufs inserted=17, clock skew=0.00580 ns, final RePlAce weighted congestion=0.748, final non-filler cell total=661, Crit Path Max Fanout=59, Post-synth regs=146, CTS sink count=146, # Cells Yosys=313, critical path, cell by cell=clkdlybuf4s50_1 > inv_6 > buf_4 > buf_4, Warnings, synthesis=1, WS Path Type=primary input to asynchronous set/reset pin, post-DR wirelength/cell=15.0 um, Startpoint Class=primary input, cell mode on critical path=buf_4, Tightest Hold Check Type=flop to flop, vias in the first global route=3,193, Req. time, crit path=8.41 ns, Die X=118 um, pwr/cell area=209 nW/um^2, RR Endpoint=out[83]$_DFFE_PP0N_, Reg power frac=0.509, Inst Count DP=633, drt total wl=9.93 mm, top cells by count, synth=146 x dfrtp_1, 144 x mux2_2, 16 x buf_2, 2 x inv_1, Worst-path clk slew=0.05 ns, Die Y=118 um, Final Max Slew Viols=0, first-pass GRT wire length=16.6 mm, CTS tree=yes
==> worst max-delay path by stage <==
stage                 from  slack (ns)  cells past startpoint                  end
final                  rst        4.74                      4  out[84]$_DFFE_PP0N_
after CTS              rst        4.62                      4  out[84]$_DFFE_PP0N_
after global routing   rst        4.40                      4  out[81]$_DFFE_PP0N_
==> layer usage <==
| layer | GRT usage | wire length [um] |
|---|---|---|
| met5 | 0 | 0 |
| met4 | 0.0192 | 111 |
| met3 | 0.0758 | 1130 |
| met2 | 0.203 | 4170 |
| met1 | 0.254 | 4520 |
==> power by group through the flow <==
stage | combinational [mW] | sequential [mW] | clock [mW]
CTS | 0.121 | 0.810 | 0.685
global route | 0.129 | 0.816 | 0.719
finish | 0.117 | 0.810 | 0.664
==> layout make-up <==
class                      count  area [sq um]  share of cell area
clock buffer                  27           473              0.0620
clock inverter                 1          5.00            0.000656
inverter                       2          12.5             0.00164
multi-input combinational    149          1660               0.218
sequential                   146          3660               0.480
tap                          176           220              0.0289
timing repair buffer         160          1590               0.209
==> cells in the final DEF, fill, tap and decap left out <==
cell	count
inv_6	1
nand2_1	1
mux2_2	144
or4_4	1
clkbuf_16	17
clkbuf_8	1
inv_1	1
dfrtp_4	1
nand4b_1	1
dfrtp_1	145
a21oi_2	1
clkdlybuf4s50_1	156
clkbuf_1	9
buf_4	4
clkinv_2	1
mux2i_1	1
==> stage by stage <==
stage	power, mW	area [sq um]	hold slack (ns)
finish	1.59	7620	0.508
global route	1.66	7620	0.532
CTS	1.62	7620	0.514
detailed placement	0.942	7150	0.498
global placement	0.941	7150	0.508
floorplan	0.853	5410	0.454
==> cells by family (layout without fill, tap and decap cells) <==
kind of cell	Yosys count	in the layout	share of synthesized area
AND-OR/OR-AND	1	1	0.00162
multiplexers	145	145	0.302
buffers and inverters	18	190	0.0162
flip-flops	146	146	0.676
AND/OR/NAND/NOR	3	3	0.00440
==> registers in the layout, indices dropped and copies added (netlist names) <==
register	cells
busy	1
sipo_done	1
out	144
==> critical path: cells and delay by family <==
family	cells	cell delay, ns
buffers and inverters	4	2.05
Power and IR drop assume default switching activity.
