[flow/design.v]
module fixed_point_mult(
     input wire signed [15:0] a,
     input wire signed [15:0] b,
     output wire signed [31:0] result
 );
     assign result = (a * b) >>> 6;
endmodule
module interpolation_weights(
    input wire clk,
    input wire rst,
    input wire valid_data,
    input wire signed [15:0] area_012_reciprocal,
    input wire signed [15:0] area_p12,
    input wire signed [15:0] area_0p2,
    input wire signed [15:0] area_01p,
    output reg [31:0] w0,
    output reg [31:0] w1,
    output reg [31:0] w2,
    output reg interp_done
);
reg [1:0] count;
reg busy;
reg signed [15:0] A, B;
wire signed [31:0] mult_result;
fixed_point_mult mult (
    .a(A),
    .b(B),
    .result(mult_result)
);
always @(posedge clk) begin
    if(valid_data) begin 
        interp_done <= 0;
    end
    if (rst) begin
        w0 <= 32'sd0;
        w1 <= 32'sd0;
        w2 <= 32'sd0;
        A <= 16'sd0;
        B <= 16'sd0;
        count <= 2'd0;
        busy <= 0;
    end else begin
        if (valid_data && !busy) begin
            count <= 2'd0;
            busy <= 1;
            A <= area_p12[15:0];
            B <= area_012_reciprocal[15:0];
        end
        else if (busy) begin
            if (count == 0) begin
                w0 <= mult_result;
                A <= area_0p2[15:0];
                B <= area_012_reciprocal[15:0];
            end else if (count == 1) begin
                w1 <= mult_result;
                A <= area_01p[15:0];
                B <= area_012_reciprocal[15:0];
            end else if (count == 2) begin
                w2 <= mult_result;
                count <= 2'd0;
                interp_done <= 1;
                busy <= 0;
            end 
            count <= count + 1;
        end  
    end
end
endmodule
[flow/run.sh]
#!/bin/bash
# OpenROAD 26Q1-2900-gdf79404cd8, Yosys 0.63+post, stock flow scripts
make -C /OpenROAD-flow-scripts/flow DESIGN_CONFIG=/design/flow/config.mk WORK_HOME=/design/flow/orfs finish
[flow/config.mk]
export PLATFORM = sky130hd
export DESIGN_NAME = interpolation_weights
export DESIGN_NICKNAME = interpolation_weights
export VERILOG_FILES = /design/flow/design.v
export SDC_FILE = /design/flow/constraint.sdc
export NUM_CORES = 4
export LEC_CHECK = 1
export CORE_UTILIZATION = 50
[flow/constraint.sdc]
current_design interpolation_weights

set clk_period 10.1
set clk_io_pct 0.2

create_clock -name clk0 -period $clk_period [get_ports {clk}]

set non_clock_inputs [all_inputs -no_clocks]
set_input_delay [expr $clk_period * $clk_io_pct] -clock clk0 $non_clock_inputs
set_output_delay [expr $clk_period * $clk_io_pct] -clock clk0 [all_outputs]
==> run summary <==
Synthesis and place-and-route results.

- In this run the deepest clock path goes through 2 buffers.
- The clock insertion delay at the later pin of the skew report is 0.42 ns.
- The maximum ir drop on the vdd rail is 0.000136 V.
- The chip area line of the yosys report is 0.0144 mm2.
- The number of detailed-route iterations in the first pass is 5.
- The core area is 0.0281 mm2.
- Yosys mapped the design onto 57 distinct sky130hd cell types.
- In the detailed route, the total length drawn on met3 is 3690 um.
- After detailed routing, the number of remaining DRC violations is 0.
- The tally of non-filler cells in the final layout is 2123.
- In this run, placement finished with an instance count of 2091.
- At the pin with the least slew margin, the transition time is 0.898 ns.
- The initial core utilization is 51.3%.
- The global-route wire length before repair is 62100 um.
- Relative to the synthesized area, the layout overhead comes to 16.6%.
- Once detailed placement completed, the half-perimeter wirelength came to 30100 um.
- The arrival time of data at the critical path endpoint is 7.15 ns.
- The worst setup path is captured at a flip-flop.
- The share of synthesized cell area in full adder, half adder and majority cells is 43.5%.
- Per the OpenROAD power report, leakage power amounts to 7.76 nW.
- The aggregate global routing overflow is 0.
- The data required time reported for the critical path is 10.42 ns.
- Measured against the total synthesized area, the mux share comes to 1.11%.
- The area share of and-or/or-and cells after synthesis is 9.57%.
- The met2 wire length is 16700 um.
- The tally of nets with antenna violations remaining after routing is 0.
- Setup repair after global routing left no endpoint under its margin.
- The synthesized design contains 0 enable-type register cells.
- The clock tree root buffer cell is sky130_fd_sc_hd__clkbuf_16.
- The main flop type after synthesis is sky130_fd_sc_hd__dfxtp_1.
- The mean routed wirelength per cell is 18.0 um.
- Per the repair_timing log after CTS, setup buffers inserted total 0.
- The clock slew seen by the registers of the worst setup and hold paths is 0.07 ns.
- The xor and xnor area share after synthesis is 1.52%.
- The max-slew violation count is 0.
- Per the synthesis report, the simple-gate share of the synthesized area is 17.5%.
- Counting the buffers created by CTS gives 17.
- The count of synthesis-stage warnings from yosys is 1.
- The net switching power is 0.000949 W.
- In this run the power density over the cells is 131 mW/mm2.
- The number of synthesized register bits is 114.
- The most common logic cell in the final layout is sky130_fd_sc_hd__inv_1.
- STA on the placed design reports a worst setup slack of 3.30 ns.
- Sorting the synthesized cells by area gives the leading types as sky130_fd_sc_hd__fa_1 36%, sky130_fd_sc_hd__dfxtp_1 16%, sky130_fd_sc_hd__inv_1 7.9%.
- The number of cells upsized or downsized after cts is 0.
- The detailed router reported a total wirelength of 38200 um.
- Across all stage logs, warnings added up to 28.
- The number of global-route vias before repair is 11.1k.
- The final core utilization is 59.8%.
- The power report attributes to the clock group a share of 27.5%.
- The number of placed I/O pins is 164.
- The number of hold-repair buffers added at the cts stage is 0.
- The fraction of registers with async set/reset is 0%.
- The final count of negative-setup-slack endpoints is 0.
- The final hold violation count is 0.
- The final design instance area without fill is 0.0168 mm2.
- The library cells used most frequently in the layout, excluding fill and tap cells, are 304 x sky130_fd_sc_hd__inv_1, 261 x sky130_fd_sc_hd__fa_1, 251 x sky130_fd_sc_hd__nand2_1, 162 x sky130_fd_sc_hd__clkdlybuf4s50_1, 124 x sky130_fd_sc_hd__and2_1.
- The flow ran to the end, and the final reports show no timing, DRC or antenna violations.
- The sort of element at the start of the critical path is a flip-flop.
- In this run the cell area measured after placement is 0.0162 mm2.
- The antenna diode instance count is 0.
- The standard-cell row count is 61.
- The die is 172 um tall.
- The CTS sink count is 114.
- The level count of the clock H-tree is 4.
- Entering global routing, the biggest net connects 70 pins.
- The top layer reached by signal wires is met5.
- The detailed router placed 11.0k vias in this run.
- The maximum clock rate is 0.147 GHz.
- The share of synthesized area occupied by flip-flops and latches is 15.8%.
- The power share of the sequential group is 25.1%.
- The share of Yosys cell area claimed by the top area cell type is 36.3%.
- The TritonCTS clock tree is done.
- The top fanout value on the critical path is 17.
- According to the hold report, the worst path is of the flip-flop to flip-flop type.
- The type of the worst setup path is flip-flop to flip-flop.
- The cell area after synthesis is 0.0144 mm2.
- After layout, the setup clock skew is reported as 0.0149 ns.
- Buffers placed on the I/O ports in this run total 163.
- For this block, wires on met1 add up to 17400 um.
- The post-route clock period utilization is 67.6%.
- The internal power summed over all cells is 0.00126 W.
- Per the synthesis report, the dominant area consumer among library cells is sky130_fd_sc_hd__fa_1.
- The number of antenna violations at the first check in global routing is 2.
- According to the floorplan report, the die width is 172 um.
- Among the non-sequential cells, adder cells take the most area.
- RePlAce ended its routability-driven mode at a weighted congestion of 0.889.
- Per the breakdown, switching nets consume 43.0% of all power.
- The minimum clock period after layout is 6.82 ns.
- The cell count after synthesis came out at 1630.
- The relative slew slack is 40.1%.
- The setup slack of the critical path after layout is 3.28 ns.
- The die area is 0.0295 mm2.
- The all-layer global routing usage is 29.7%.
- The final-layout setup total negative slack is 0 ns.
- The mean number of vias per cell is 5.18.
- The number of max-cap violations is 0.
- The average instance area after synthesis is 8.84 um2.
- The detailed router finished its first iteration with 504 violations.
- The share of total power dissipated in combinational logic is 47.4%.
- Per the Yosys statistics, synthesis produced 1630 cells.
- The proportion of layout cells with a drive suffix above 1 is 3.84%.
layout make-up:
class	count	area [um2]
Clock inverter	15	161
Inverter	304	1140
Sequential cell	114	2280
Fill cell	2454	11300
Clock buffer	17	425
Multi-Input combinational cell	1113	10500
Timing Repair Buffer	182	1770
Tap cell	378	473
layer usage:
layer  GRT usage [%]  vias to the layer above
met5               0                        -
met4            3.08                        4
met3            11.2                       34
met2            42.3                      390
met1            47.0                     5355
li1                -                     5217
worst max-delay path: stages, from the launching register on:
cell and delay, ns:
sky130_fd_sc_hd__dfxtp_1 0.75, sky130_fd_sc_hd__nand2_1 0.19, sky130_fd_sc_hd__inv_1 0.16, sky130_fd_sc_hd__fa_1 0.55
sky130_fd_sc_hd__fa_1 0.84, sky130_fd_sc_hd__inv_1 0.15, sky130_fd_sc_hd__fa_1 0.50, sky130_fd_sc_hd__inv_1 0.05
sky130_fd_sc_hd__fa_1 0.55, sky130_fd_sc_hd__fa_1 0.42, sky130_fd_sc_hd__fa_1 0.48, sky130_fd_sc_hd__ha_1 0.42
sky130_fd_sc_hd__and4_1 0.24, sky130_fd_sc_hd__and3_1 0.22, sky130_fd_sc_hd__o211a_1 0.12, sky130_fd_sc_hd__o31ai_1 0.31
sky130_fd_sc_hd__a21o_1 0.32, sky130_fd_sc_hd__a21oi_1 0.18, sky130_fd_sc_hd__o31ai_1 0.27
power by group through the flow:
| stage | Sequential (W) | Combinational (W) | Clock, W |
|---|---|---|---|
| CTS | 0.000554 | 0.00106 | 0.000615 |
| global route | 0.000561 | 0.00119 | 0.000635 |
| finish | 0.000554 | 0.00105 | 0.000606 |
registers in the layout (all words and copies together), names as in the netlist:
register and cells:
w0 26, w1 26, w2 26, A 16
B 16, count 2, busy 1, interp_done 1
worst paths after layout:
kind | from | to | slack (ns) | depth (start not counted)
setup / recovery | B[1]$_SDFFE_PP0P_ | w2[23]$_SDFFE_PP0P_ | 3.28 | 18
setup reg to reg | B[1]$_SDFFE_PP0P_ | w2[23]$_SDFFE_PP0P_ | 3.28 | 18
hold reg to reg | w0[7]$_SDFFE_PP0P_ | w0[7]$_SDFFE_PP0P_ | 0.45 | 2
hold / removal | w0[7]$_SDFFE_PP0P_ | w0[7]$_SDFFE_PP0P_ | 0.45 | 2
per-stage QoR:
stage                     power (W)  hold WS (ns)
after floorplan             0.00122         0.422
after global placement      0.00161         0.442
after detailed placement    0.00160         0.446
after CTS                   0.00223         0.456
after global routing        0.00239         0.474
final                       0.00221         0.452
cell usage after synthesis (8+ instances only):
cell type                  count
sky130_fd_sc_hd__xor2_1       12
sky130_fd_sc_hd__mux2i_1      16
sky130_fd_sc_hd__a211oi_1     13
sky130_fd_sc_hd__nor2_1       36
sky130_fd_sc_hd__a21oi_1      85
sky130_fd_sc_hd__buf_4        18
sky130_fd_sc_hd__and2_1      124
sky130_fd_sc_hd__nand3_1       9
sky130_fd_sc_hd__nand2_1     251
sky130_fd_sc_hd__clkbuf_1     77
sky130_fd_sc_hd__or3_1         8
sky130_fd_sc_hd__xnor2_1      13
sky130_fd_sc_hd__dfxtp_1     114
sky130_fd_sc_hd__o211ai_1     22
sky130_fd_sc_hd__nand3b_1     40
sky130_fd_sc_hd__fa_1        261
sky130_fd_sc_hd__nor3_1       10
sky130_fd_sc_hd__o311ai_0      8
sky130_fd_sc_hd__o21ai_0      39
sky130_fd_sc_hd__o31ai_1       8
sky130_fd_sc_hd__ha_1         83
sky130_fd_sc_hd__nand2b_1     14
sky130_fd_sc_hd__inv_1       304
cells by family (layout without fill, tap and decap cells):
group,after synthesis,after routing
buffers and inverters,403,518
xor gates and xnor gates,25,25
muxes,16,16
and+or+nand+nor,511,511
AOI/OAI and AO/OA,217,217
DFF,114,114
adders and majority gates,344,344
Power figures rest on the tool's default switching activity, not on a simulated workload.
